<file path="config.mk">
export PLATFORM = sky130hd
export DESIGN_NAME = WriteBack
export DESIGN_NICKNAME = WriteBack
export VERILOG_FILES = /design/flow/design.v
export SDC_FILE = /design/flow/constraint.sdc
export NUM_CORES = 4
export LEC_CHECK = 1
export CORE_AREA = 10 10 70 70
export DIE_AREA = 0 0 80 80
export SYNTH_HDL_FRONTEND = slang
</file>
<file path="constraint.sdc">
current_design WriteBack

set clk_period 4.6
set clk_io_pct 0.2

create_clock -name clk0 -period $clk_period

set non_clock_inputs [all_inputs -no_clocks]
set_input_delay [expr $clk_period * $clk_io_pct] -clock clk0 $non_clock_inputs
set_output_delay [expr $clk_period * $clk_io_pct] -clock clk0 [all_outputs]
</file>
<file path="design.v">
module WriteBack(
    input  [31:0] A, 
    input  [31:0] B, 
    input  [31:0] C,
    input  [1:0] writeback_sel,	
    output reg [31:0] write_data  
);
    always @(*) begin
        case (writeback_sel)
            2'b00: write_data = A;  
            2'b01: write_data = B;  
            2'b10: write_data = C;  
            default: write_data = 32'b0;  
        endcase
    end
endmodule
</file>
<file path="run.sh">
#!/bin/bash
# OpenROAD 26Q1-2900-gdf79404cd8, Yosys 0.63+post, stock flow scripts
make -C /OpenROAD-flow-scripts/flow DESIGN_CONFIG=/design/flow/config.mk WORK_HOME=/design/flow/orfs finish
</file>
==> results.cfg <==
; yosys + openroad results
[status]
outcome = finished, final reports clean

[setup_path]
cp_max_fo = 23
cp.arrival_ps = 2800
critPathMaxStageDelay_ps = 500
crit_slowest_cell = clkdlybuf4s50_1
end_kind = output port
path_common_cell = clkdlybuf4s50_1
crit_chain = clkdlybuf4s50_1 -> nor2b_4 -> buf_4 -> o2bb2ai_2 -> clkdlybuf4s50_1
worstSetupStartpoint = writeback_sel[0]
cp.required_ps = 3680
path_class = input port to output port
worstSetupStartpointType = input port

[cells_and_area]
drive_above_1_share = 0.0758
seq_cells = 0
fin_area_sq_um = 2050
syn2layout_area_growth_pct = 161
regArea_sq_um = 0
nFillCells = 287
final_util = 0.601
num-clock-buffers = 0
logic_area_sq_um = 677

[pwr]
p_sw_uw = 47.3
p_total_uw = 185
leakagePower_uw = 0.000785
pwr-share-seq = 0
p_int_uw = 137
power.density_nw_per_um2 = 90.0
peakVddDrop_uv = 42.6
clkPwrFrac = 0
swShare = 0.256
p_comb_frac = 1.000

[final_timing]
finalClockPeriodUsage = 0.809
fmax_mhz = 269
finalSetupViolCount = 0
final_hold_viol_count = 0
drv_slew = 0
tns_ps = 0
maxSlewHeadroom = 0.639
rsz0062_at_grt = false
period_minus_slack_ps = 3720
worstMarginPinSlew_ps = 540

[detailed_routing]
post_drt_wl_per_cell_um = 18.9
first_iter_violations = 23
drc_errors = 0
final_antenna_net_count = 0
vias = 1091
totalWireLength_mm = 4.60
via_per_inst = 4.47
topRoutingLayerUsed = met3
wl_met3_um = 484
wl_met2_mm = 2.35
dr.pass1.iters = 2
n_antenna_cell = 0
wl_met1_mm = 1.77

[synthesis]
synth_area_per_cell_sq_um = 10.2
synth_warnings = 0
top_area_cell = mux2i_1
top_area_frac = 0.407
synthTopCellsByArea = mux2i_1, o2bb2ai_1, o2bb2ai_2
ys_cells = 77
synth_cells = 77
ys_types = 8
ys_seq_share = 0
top_cells_by_count = mux2i_1, o2bb2ai_1, o2bb2ai_2
synth_chip_area_sq_um = 787
most_common_cell = mux2i_1
syn-cell-area_sq_um = 787

[floorplan]
core_area_sq_um = 3420
dieWidth_um = 80
chip_area_sq_um = 6400
rows = 21
pin_count = 130
die_h_um = 80
fp_util = 0.230

[global_route]
grt_pass1_wl_mm = 6.51
grt_remaining_overflow = 0
track_usage = 0.129
antenna_found_initial = 0
grt_max_degree = 33
grt_pass1_vias = 1165

[place]
place_area_sq_um = 2050
io_buffers = 130
dpl.hpwl_mm = 4.08
routabilityCongestion = 0.831

[run]
tool_warnings = 33
max_cap_viol_count = 0

[clock_tree]
postCtsHoldBufs = 0
cts-resized-gates = 0
cts_setup_buffers = 0

[min_path]
hp-start = B[20]
hp-class = input port to output port
==> per-stage QoR <==
step	hold WS, ps	worst slack [ps]	cells
floorplan	1900	2160	77
global placement	2770	896	244
detailed placement	2760	854	244
CTS	2770	852	244
global route	2780	765	244
finish	2760	878	244
==> layer usage <==
metal	vias to the layer above	global-route usage
met3	0	0.0420
li1	562	-
met5	-	0
met1	461	0.148
met4	0	0
met2	68	0.237
==> power groups by stage <==
stage,Sequential [uW],Combinational (uW),Clock (uW)
6_report,0,185,0
5_1_grt,0,199,0
4_1_cts,0,188,0
==> layout make-up <==
type | instances | area share
multi-input combinational | 65 | 0.330
tap | 46 | 0.0280
timing repair buffer | 133 | 0.642
==> cell families after synthesis <==
logic type | after synthesis | share of synthesized area
and+or+nand+nor | 1 | 0.0175
AOI/OAI and AO/OA | 32 | 0.436
buffers and inverters | 12 | 0.140
muxes | 32 | 0.407
==> worst paths after layout <==
check,end,slack [ps],cells after the start
min,write_data[20],2760,3
max,write_data[3],880,5
==> worst max-delay path: cells and delay by family <==
kind | cells | cell delay (ps)
and+or+nand+nor | 1 | 490
AOI/OAI and AO/OA | 1 | 120
buffers and inverters | 3 | 1270
==> placed cells by master (no fill, tap or decap), drive strengths merged <==
| cell | n |
|---|---|
| mux2i | 32 |
| o2bb2ai | 32 |
| nor2b | 1 |
| buf | 4 |
| clkdlybuf4s50 | 129 |
Power is estimated from default activity; no workload was simulated.
